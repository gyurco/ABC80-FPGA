[/design/flow/design.v]
module slf(
	   input clk,		 
	   input clk_en,	 
	   output slf,		 
	   output [13:0] saw	 
	   );
   reg 			 up  = 1;
   reg [13:0] 		 ctr = 14'd937;
   assign      slf = up;
   assign      saw = ctr;
   always @(posedge clk)
     if ( clk_en )
       begin
	  if ( ctr == 14'd9374 )
	    up <= 0;
	  else if ( ctr == 14'd937 )
	    up <= 1;
	  if ( up )
	    ctr <= ctr + 1;
	  else
	    ctr <= ctr - 1;
       end  
endmodule  
module vco(
	   input clk,		 
	   input [13:0] pitch,	 
	   output vco,		 
	   output vco2		 
	   );
   reg [13:0] 	  ctr = 0;
   reg [1:0] 	  cycle;
   assign 	  vco  = cycle[0];
   assign 	  vco2 = cycle[0] & cycle[1];
   always @(posedge clk)
     begin
	if ( ctr == 0 )
	  begin
	     ctr   <= pitch;
	     cycle <= cycle + 1;
	  end
	else
	  ctr <= ctr - 1;
     end  
endmodule  
module noise(
	     input clk,     
	     input clk_en,  
	     output noise
	     );
   reg [15:0] 	    lfsr = ~16'h0;  
   assign 	    noise = lfsr[15];
   wire 	    lfsr_zero = (lfsr == 0);
   always @(posedge clk)
     if ( clk_en )
       lfsr <= { lfsr[14:0], lfsr_zero } ^ (lfsr[15] ? 16'h54b9 : 16'h0);
endmodule  
module mixer(
	     input slf,
	     input vco,
	     input noise,
	     input envelope,
	     input [2:0] mixer_ctl,
	     output mixer_out
	     );
   reg 		    out;
   assign 	    mixer_out = out;
   always @(*) begin
     case ( mixer_ctl )
       3'b000:
	 out = vco;
       3'b001:
	 out = slf;
       3'b010:
	 out = noise;
       3'b011:
	 out = vco & noise;
       3'b100:
	 out = slf & noise;
       3'b101:
	 out = slf & vco & noise;
       3'b110:
	 out = slf & vco;
       3'b111:
	 out = 1;
     endcase  
   end
endmodule  
module oneshot(
	       input clk,     
	       input clk_en,  
	       input inhibit,
	       output reg oneshot
	       );
   reg 		      out = 0;
   reg 		      inhibit1 = 0;
   reg [10:0] 	      ctr = 0;
   wire 	      ctr_or = |ctr;
   always @(posedge clk)
     begin
	inhibit1 <= inhibit;
	oneshot  <= ctr_or;
	if ( ~inhibit & inhibit1 )
	  ctr <= 11'd1624;	 
	else if ( ctr_or & clk_en )
	  ctr <= ctr - 1;
     end
endmodule  
module envelope_select(
		       input [1:0] envsel,
		       input oneshot,
		       input vco,
		       input vco2,
		       output reg envelope
		       );
   always @(*)
     begin
	case ( envsel )
	  2'b00:
	    envelope <= vco;
	  2'b01:
	    envelope <= 1;
	  2'b10:
	    envelope <= oneshot;
	  2'b11:
	    envelope <= vco2;
	endcase  
     end  
endmodule  
module envelope_shape(
		      input clk,     
		      input clk_en,  
		      input envelope,
		      output reg [13:0] env_mag
		      );
   always @(posedge clk)
     if ( clk_en )
       begin
	  if ( envelope )
	    begin
	       if ( env_mag[13:11] != 3'b111 )
		 env_mag <= env_mag + 20;
	    end
	  else
	    begin
	       if ( |env_mag )
		 env_mag <= env_mag - 1;
	    end
       end  
endmodule  
module sound_generator(
		       input clk,
		       input stb_16us,
		       input [2:0] mixer_ctl,
		       input vco_sel,
		       input vco_pitch,
		       input [1:0] envsel,
		       input inhibit,
		       output [13:0] magnitude
		       );
   wire        w_slf;
   wire [13:0] saw;
   wire [13:0] vco_level;
   wire        w_vco;
   wire        w_vco2;
   wire        w_envelope;
   wire        w_noise;
   wire        w_oneshot;
   wire        w_mixer_out;
   wire [13:0] env_mag;
   wire        signal_on;
   wire        clk_en = stb_16us;
   slf slf ( .clk (clk),
	     .clk_en (clk_en),
	     .saw (saw),
	     .slf (w_slf) );
   assign vco_level = vco_sel ? saw : vco_pitch ? 14'd9374 : 14'd937;
   vco vco ( .clk (clk),
	     .pitch (vco_level),
	     .vco (w_vco),
	     .vco2 (w_vco2) );
   noise noise ( .clk (clk),
		 .clk_en (clk_en),
		 .noise (w_noise) );
   mixer mixer ( .slf (w_slf),
		 .vco (w_vco),
		 .noise (w_noise),
		 .envelope (w_envelope),
		 .mixer_ctl (mixer_ctl),
		 .mixer_out (w_mixer_out) );
   oneshot oneshot ( .clk (clk),
		     .clk_en (clk_en),
		     .inhibit (inhibit),
		     .oneshot (w_oneshot) );
   envelope_select envelope_select ( .envsel (envsel),
				     .oneshot (w_oneshot),
				     .vco (w_vco),
				     .vco2 (w_vco2),
				     .envelope (w_envelope) );
   envelope_shape envelope_shape ( .clk (clk),
				   .clk_en (clk_en),
				   .envelope (w_envelope),
				   .env_mag (env_mag) );
   assign signal_on = ~inhibit & w_mixer_out;
   assign magnitude = env_mag & {14{signal_on}};
endmodule  
module sound_i2s(
		 input        i2s_clk,	 
		 input  [2:0] mixer_ctl,
		 input        vco_sel,
		 input        vco_pitch,
		 input  [1:0] envsel,
		 input        inhibit,
		 output       i2s_dat,
		 output       i2s_lrck
		 );
   reg   [7:0] ctr;
   wire [13:0] magnitude;
   reg  [13:0] sample;
   reg  [13:0] serial_out;
   wire        stb_16us = &ctr;
   assign     i2s_dat = serial_out[13];
   assign    i2s_lrck = ctr[7];
   always @(posedge i2s_clk)
     ctr <= ctr + 1;
   always @(posedge i2s_clk)
     if (stb_16us)
       sample <= magnitude;
   always @(posedge i2s_clk)
     if (ctr[6:0] == 7'h01)
       serial_out <= sample;
     else
       serial_out <= { serial_out[12:0], 1'b0 };
   sound_generator sound_generator (
				    .clk (i2s_clk),
				    .stb_16us (stb_16us),
				    .mixer_ctl (mixer_ctl),
				    .vco_sel (vco_sel),
				    .vco_pitch (vco_pitch),
				    .envsel (envsel),
				    .inhibit (inhibit),
				    .magnitude (magnitude)
				    );
endmodule  
[/design/flow/run.sh]
#!/bin/bash
# OpenROAD 26Q1-2900-gdf79404cd8, Yosys 0.63+post, stock flow scripts
make -C /OpenROAD-flow-scripts/flow DESIGN_CONFIG=/design/flow/config.mk WORK_HOME=/design/flow/orfs finish
[/design/flow/config.mk]
export PLATFORM = sky130hd
export DESIGN_NAME = sound_i2s
export DESIGN_NICKNAME = sound_i2s
export VERILOG_FILES = /design/flow/design.v
export SDC_FILE = /design/flow/constraint.sdc
export NUM_CORES = 4
export LEC_CHECK = 1
export CORE_UTILIZATION = 40
[/design/flow/constraint.sdc]
current_design sound_i2s

set clk_period 4.3
set clk_io_pct 0.2

create_clock -name clk0 -period $clk_period [get_ports {i2s_clk}]

set non_clock_inputs [all_inputs -no_clocks]
set_input_delay [expr $clk_period * $clk_io_pct] -clock clk0 $non_clock_inputs
set_output_delay [expr $clk_period * $clk_io_pct] -clock clk0 [all_outputs]
==> run notes <==
The following summarizes the physical implementation.

Synth
The biggest combinational cell group after synthesis is simple AND/OR/NAND/NOR gates. Of the total synthesized cell area, the portion taken by XOR and XNOR cells is 0.0827. The synthesis-stage register bit count is 110. Per the synthesis report, the AND-OR/OR-AND share of the synthesized area is 0.0994. The multiplexer share of the synthesized area is 0.0371. The share of the yosys chip area belonging to registers is 0.521. The adder-cell area share of the yosys netlist is 0.0547. The simple-gate portion of the synthesized area is 0.181.

The post-synthesis chip area from yosys is approximately 0.0054 mm2. The netlist uses 54 different library cells. The post-synthesis cell count from yosys is roughly 500.

The most frequently used flop master after synthesis is sky130_fd_sc_hd__edfxtp_1. In this run, synthesis inferred a little over 60 flip-flops with an integrated enable. Summing every instance area after synthesis gives approximately 0.0054 mm2. The warning count from the yosys run is 8. The post-synthesis area per instance is about 11 um2. The synthesized instance count is 495. The async set-reset flop share out of synthesis is 0.

GRT
The global-route wire length before repair is 16600 um. The number of global-route vias before repair is 3453. The total routing usage reported by global routing is 0.151.

The number of antenna violations at the first check in global routing is 0. Entering global routing, the biggest net connects ~48 pins. The aggregate global routing overflow is 0.

Worst setup path
The slowest cell on the critical path is sky130_fd_sc_hd__clkdlybuf4s50_1. The capturing point of the worst reg2reg path is sound_generator.slf.ctr[8]. The worst setup path category is in -> reg. The arrival time reported for the critical path endpoint is between 2 and 3 ns.

For reference, the critical path cell chain is clkdlybuf4s50_1 -> mux2i_1 -> a21o_1 -> o21ai_0 -> a21oi_1 -> buf_4. The worst setup path is captured at a register. The number of cells on the worst reg-to-reg path is 7. For reference, the critical path is captured by sound_generator.envelope_shape.env_mag[10].

The source of the critical timing path is envsel[0]. Max fanout on the critical path was recorded as 13. The worst setup path is launched from a primary input. STA reports a reg2reg setup slack of 1.71 ns. The worst register-to-register path begins at sound_generator.slf.up. The depth of the critical timing path with buffers and inverters included is 6. The OpenROAD report gives the critical path a required time of 4.36 ns.

The top cell family by delay on the critical path is AND-OR/OR-AND gates. The buffer and inverter count on the worst path is 2. The largest single stage delay on the critical path is 0.49 ns.

Clock tree
Buffers added to address setup during post-CTS repair amount to 0. The maximum level of the CTS H-tree is 3. The cell at the root of the clock tree is sky130_fd_sc_hd__clkbuf_16.

The maximum clock path buffer count is 2. For this design, the sink count on the clock tree is 110. For the worst-skew pair, the clock arrives at the later sink with an insertion delay of 0.34 ns. The number of instances resized during post-cts repair is 0. Per the TritonCTS log, the buffer count is 9. The cts-stage hold buffer count is 0. After clock tree synthesis, the clock-pin slew on the worst setup and hold paths is 0.07 ns. TritonCTS built the clock tree.

Timing
The final timing report lists a max-slew violation count of 0. Based on the critical path, the design can be clocked at up to roughly 0.35 GHz. Across the routed clock network, the largest skew measured is 0.00426 ns. The tightest hold path in the finished design has a slack of between 0.4 and 0.5 ns. The final worst setup slack is 1.45 ns. Summed over all failing endpoints, the final setup total negative slack is 0 ns. The clock period could shrink to 2.85 ns. Hold-check failures listed in the final report amount to 0. For the pin with the worst max-slew slack, the measured transition is 0.787 ns.

The final-report setup violation count is 0. The worst-case max-slew headroom was logged as 0.471. Setup repair after global routing left no endpoint under its margin. Dividing the final minimum period by the clock period gives 0.662.

Floorplan
The area of the core is 0.0132 mm2. The top-level port count is 11. The fraction of the core area occupied by cells at floorplan is 0.409. In this run the full chip footprint comes out at 0.0140 mm2. The standard-cell row count is 42. The chip height is 118 um. The chip width is between 100 and 150 um.

Power and ir drop
The switching component of the power was reported as a little under 0.0004 W. The worst vdd rail ir drop is 0.191 mV. The completed layout was analyzed and its total power is 0.00197 W. The part of the total power dissipated in combinational logic is 0.025. The internal power of the cells totals around 0.0016 W. The flow reported a cell area power density of roughly 330 mW/mm2. Of the total power, the clock network draws 0.414. The sequential share of power is 0.561. The share of total power consumed by net switching is 0.201. In this run the static leakage power is about 2.3 nW.

Routing
The final layout contains routed wiring with a total length of just under 10000 um. The detailed router finished its first iteration with 199 violations. The number of vias per cell is about 5.3. The via count is 3652.

The wire length per cell after detailed routing is 14.0 um. The antenna diode instance count is 0. The iteration count of the initial detailed-routing pass is 4. The detail route stage leaves a number of antenna-violating nets equal to 0. The number of design rule violations left after detail routing is 0.

Min path
Checking hold timing, the worst path is listed with class reg -> reg. The beginning of the worst hold path is ctr[0].

Job
Per the run summary, max-cap violations total 0. Summing over the stages, the warning tally comes to 29.

Place
The total half-perimeter wirelength after legalization and detailed placement is 6840 um. The placement report lists the number of port buffers as 10. Routability-driven placement finished with a final weighted congestion of 0.848. The pre-CTS worst setup slack is 1.09 ns. The number of placed instances with taps included is between 600 and 700.

Final layout
Leaving out filler cells and counting taps, the final layout contains 689. In the layout the commonest cells are 61 x sky130_fd_sc_hd__edfxtp_1, 49 x sky130_fd_sc_hd__dfxtp_1, 35 x sky130_fd_sc_hd__nor2_1. The area growth from synthesis to layout is 11.1%. Fill cells in the final layout number roughly 1.2k.

The share of layout cells above drive strength 1 is 0.0819. The most frequently placed logic cell in the final layout is sky130_fd_sc_hd__edfxtp_1.

Status
The run finished with clean final reports.
==> final cells by class <==
| class | count | area [um2] | share of cell area |
|---|---|---|---|
| sequential | 110 | 2810 | 0.469 |
| timing repair buffer | 14 | 130 | 0.0217 |
| clock buffer | 9 | 225 | 0.0375 |
| clock inverter | 7 | 71.3 | 0.0119 |
| inverter | 22 | 82.6 | 0.0138 |
| tap | 176 | 220 | 0.0367 |
| multi-input combinational | 351 | 2460 | 0.409 |
==> sequential cells by signal (all words and copies together) (netlist names) <==
name,count
ctr,8
sample,14
serial_out,14
sound_generator.envelope_shape.env_mag,14
sound_generator.noise.lfsr,16
sound_generator.oneshot.ctr,11
sound_generator.oneshot.inhibit1,1
sound_generator.oneshot.oneshot,1
sound_generator.slf.ctr,14
sound_generator.slf.up,1
sound_generator.vco.ctr,14
sound_generator.vco.cycle,2
==> cell families after synthesis <==
logic type      after synthesis
mux                          17
flops                       110
simple gates                174
buf+inv                      34
fa+ha+maj                    23
compound gates               86
xor+xnor                     51
==> worst register-to-register path, cell delays in order (launching register included) <==
cell                       delay (ns)
sky130_fd_sc_hd__edfxtp_1        0.46
sky130_fd_sc_hd__inv_1           0.42
sky130_fd_sc_hd__ha_1            0.37
sky130_fd_sc_hd__a211o_1         0.32
sky130_fd_sc_hd__a21oi_1         0.24
sky130_fd_sc_hd__o21ai_0         0.22
sky130_fd_sc_hd__a21oi_1         0.22
sky130_fd_sc_hd__xnor2_1         0.08
==> per-layer routing <==
layer  vias up  part of all wire  global-route usage  wire length [um]
met1      1702              0.48               0.240              4660
met2        81              0.46               0.235              4460
met5         -                 0                   0                 0
met3        10             0.041              0.0290               392
met4         0             0.011              0.0184               108
li1       1859                 -                   -                 -
==> per-stage QoR <==
stage,utilization,cell area (um2)
final,0.455,6000
after global routing,0.455,6000
after CTS,0.455,6000
after detailed placement,0.432,5700
after global placement,0.432,5700
after floorplan,-,5400
==> worst min-delay path by stage <==
stage	to	slack [ns]	cells after the start
CTS	ctr[0]	0.45	1
global route	sound_generator.noise.lfsr[11]	0.46	0
finish	ctr[0]	0.44	1
==> power groups by stage <==
stage / combinational (W) / clock (W) / sequential [W]
CTS: 0.0000501 / 0.000844 / 0.00111
global route: 0.0000563 / 0.000884 / 0.00111
finish: 0.0000496 / 0.000818 / 0.00111
==> cells in the mapped netlist (all sizes together), types with 3 or more instances <==
cell type | instances | area (um2)
dfxtp | 49 | 981
inv | 22 | 82.6
mux2i | 3 | 42.5
mux2 | 14 | 158
xnor2 | 25 | 219
nand3b | 6 | 45.0
nor4 | 14 | 109
or4 | 3 | 26.3
nor2b | 5 | 31.3
ha | 22 | 275
nand2b | 4 | 25.0
a31oi | 10 | 62.6
or3 | 7 | 43.8
xor2 | 26 | 228
nand2 | 24 | 90.1
and3 | 4 | 25.0
a21oi | 29 | 145
edfxtp | 61 | 1830
o21ai | 16 | 83.8
nor3 | 22 | 115
nand4 | 9 | 56.3
a211o | 3 | 26.3
nor2 | 35 | 131
a21o | 4 | 30.0
clkbuf | 10 | 37.5
o31ai | 6 | 45.0
a211oi | 7 | 52.6
nand4b | 4 | 35.0
and2 | 12 | 75.1
nand3 | 15 | 75.1
Power is estimated from default activity; no workload was simulated.
