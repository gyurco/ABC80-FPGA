===== flow/config.mk =====
export PLATFORM = sky130hd
export DESIGN_NAME = z80_pio
export DESIGN_NICKNAME = z80_pio
export VERILOG_FILES = /design/flow/design.v
export SDC_FILE = /design/flow/constraint.sdc
export NUM_CORES = 4
export LEC_CHECK = 1
export CORE_UTILIZATION = 50

===== flow/design.v =====
module z80_pio (
	input         reset,
	input         clock,
	input         clock_ena,
	input   [7:0] din,
	output  [7:0] dout,
	input   [7:0] cpu_din,  
	output        oe,
	input         ce_n,
	input         m1_n,
	input         iorq_n,
	input         rd_n,
	output        int_n,
	input         sel_ab,
	input         sel_cd,
	input   [7:0] pioa_in,
	output  [7:0] pioa_out,
	output        ardy,
	input         astrb_n,
	input   [7:0] piob_in,
	output  [7:0] piob_out,
	output        brdy,
	input         bstrb_n
);
wire        rd = !rd_n & !ce_n & !iorq_n & m1_n;
wire        wr =  rd_n & !ce_n & !iorq_n & m1_n;
wire        cpu_intack = !iorq_n & !m1_n;
assign      oe = (!rd_n & !ce_n & !iorq_n) | cpu_intack;
reg   [1:0] pio_int_ack_phase = 0;
always @(posedge clock) begin
	if (reset)
		pio_int_ack_phase <= 0;
	else if (clock_ena & !rd_n & !m1_n) begin
		case (pio_int_ack_phase)
			2'b00: if (cpu_din == 8'hED) pio_int_ack_phase <= 2'b01;
			2'b01: if (cpu_din == 8'h4D) pio_int_ack_phase <= 2'b11; else if (cpu_din != 8'hED) pio_int_ack_phase <= 0;
			2'b11: if (cpu_din == 8'hED) pio_int_ack_phase <= 2'b01; else if (cpu_din != 8'h4D) pio_int_ack_phase <= 0;
			default: pio_int_ack_phase <= 0;
		endcase
	end
end
wire        pio_intack = pio_int_ack_phase == 2'b11;
wire  [1:0] port_irq;
reg   [1:0] in_service;
reg   [1:0] irq;
assign      int_n = ~|irq;
always @(posedge clock) begin
	reg cpu_intack_d, pio_intack_d;
	if (reset) begin
		in_service <= 0;
		irq <= 0;
	end else if (clock_ena) begin
		cpu_intack_d <= cpu_intack;
		pio_intack_d <= pio_intack;
		if (~cpu_intack_d & cpu_intack) begin
			if (irq[0]) begin in_service[0] <= 1; irq[0] <= 0; end
			else if (irq[1]) begin in_service[1] <= 1; irq[1] <= 0; end
		end
		if (~pio_intack_d & pio_intack) begin
			if (in_service[0]) in_service[0] <= 0;
			else if (in_service[1]) in_service[1] <= 0;
		end
			if (port_irq[0] & ~in_service[0]) irq[0] <= 1;
			else if (port_irq[1] & ~|in_service[1:0]) irq[1] <= 1;
	end
end
assign dout = cpu_intack ? (in_service[0] ? porta_vec : portb_vec) :
              sel_ab ? portb_dout : porta_dout;
wire  [7:0] porta_dout, porta_vec;
z80_pio_port porta (
	.reset(reset),
	.clock(clock),
	.clock_ena(clock_ena),
	.wr(wr & !sel_ab),
	.rd(rd & !sel_ab),
	.sel_cd(sel_cd),
	.din(din),
	.dout(porta_dout),
	.vec_out(porta_vec),
	.irq(port_irq[0]),
	.pio_din(pioa_in),
	.pio_dout(pioa_out),
	.rdy(ardy),
	.strb_n(astrb_n)
);
wire  [7:0] portb_dout, portb_vec;
z80_pio_port portb (
	.reset(reset),
	.clock(clock),
	.clock_ena(clock_ena),
	.wr(wr & sel_ab),
	.rd(rd & sel_ab),
	.sel_cd(sel_cd),
	.din(din),
	.dout(portb_dout),
	.vec_out(portb_vec),
	.irq(port_irq[1]),
	.pio_din(piob_in),
	.pio_dout(piob_out),
	.rdy(brdy),
	.strb_n(bstrb_n)
);
endmodule
module z80_pio_port (
	input         reset,
	input         clock,
	input         clock_ena,
	input         wr,
	input         rd,
	input         sel_cd,
	input   [7:0] din,
	output  [7:0] dout,
	output  [7:0] vec_out,
	output reg    irq,
	input   [7:0] pio_din,
	output  [7:0] pio_dout,
	output reg    rdy,
	input         strb_n
);
localparam MODE_OUTPUT=2'b00;
localparam MODE_INPUT =2'b01;
localparam MODE_BIDIR =2'b10;
localparam MODE_CTRL  =2'b11;
reg   [7:0] vec;
reg   [7:0] int_mask;
reg         int_en, int_op, int_pol, need_mask_word;
reg   [1:0] mode;
reg   [7:0] ctrl;
reg         need_ctrl_word;
reg   [7:0] ireg, oreg;
assign vec_out = vec;
assign pio_dout = oreg;
assign dout = mode == MODE_CTRL ? ((ctrl & ireg) | (~ctrl & oreg)) : 
                      MODE_OUTPUT ? oreg :
                                    ireg;
reg         int_match;
always @(*) begin
	if (int_op) begin
		int_match = &((dout ^ {8{~int_pol}}) | int_mask);
	end else begin
		int_match = |((dout ^ {8{~int_pol}}) & ~int_mask);
	end
end
always @(posedge clock) begin
	reg wr_d, strb_n_d, int_match_d;
	if (reset) begin
		mode <= 0;
		int_en <= 0;
		int_op <= 0;
		int_pol <= 0;
		ctrl <= 0;		
		need_mask_word <= 0;
		need_ctrl_word <= 0;
		rdy <= 0;
		irq <= 0;
	end else if (clock_ena) begin
		wr_d <= wr & sel_cd;
		strb_n_d <= strb_n;
		int_match_d <= int_match;
		if (~wr_d & wr & sel_cd) begin
			if (need_ctrl_word) begin
				ctrl <= din;
				need_ctrl_word <= 0;
			end else if (need_mask_word) begin
				int_mask <= din;
				need_mask_word <= 0;
			end else begin
				if (!din[0]) vec <= din;
				if (din[3:0] == 4'b0011) int_en <= din[7];
				if (din[3:0] == 4'b0111) {int_en, int_op, int_pol, need_mask_word} <= din[7:4];
				if (din[3:0] == 4'b1111) begin
					mode <= din[7:6];			
					case (din[7:6])
						MODE_OUTPUT: rdy <= 0;
						MODE_INPUT : rdy <= 1;
						MODE_CTRL  : {need_ctrl_word, rdy} <= 2'b10;
						default: ;
					endcase
				end
			end
		end
		irq <= 0;
		if (~wr_d & wr & !sel_cd) oreg <= din;
		case (mode)
			MODE_OUTPUT: begin
				if (wr_d & ~(wr & !sel_cd)) rdy <= 1;
				if (rdy & strb_n & ~strb_n_d) {irq, rdy} <= {int_en, 1'b0};
			end
			MODE_INPUT: begin
				if (~strb_n & strb_n_d) begin
					ireg <= pio_din;
					{irq, rdy} <= {int_en, 1'b0};
				end
				if (rd & !sel_cd) rdy <= 1;
			end
			MODE_BIDIR: begin
			end
			MODE_CTRL: begin
				if (~rd & ~wr) ireg <= pio_din;
				if (~int_match_d & int_match) irq <= int_en;
			end
			default: ;
		endcase
	end
end
endmodule

===== flow/constraint.sdc =====
current_design z80_pio

set clk_period 4.5
set clk_io_pct 0.2

create_clock -name clk0 -period $clk_period [get_ports {clock}]

set non_clock_inputs [all_inputs -no_clocks]
set_input_delay [expr $clk_period * $clk_io_pct] -clock clk0 $non_clock_inputs
set_output_delay [expr $clk_period * $clk_io_pct] -clock clk0 [all_outputs]

===== flow/run.sh =====
#!/bin/bash
# OpenROAD 26Q1-2900-gdf79404cd8, Yosys 0.63+post, stock flow scripts
make -C /OpenROAD-flow-scripts/flow DESIGN_CONFIG=/design/flow/config.mk WORK_HOME=/design/flow/orfs finish

==> notes.md <==
Status on the layout run. Number of synthesized register bits landed at 110. Total wire length landed at 14700 µm. In this run the worst hold path is classified as reg2reg. STA classifies the critical path startpoint as a register. TritonCTS reports the number of clock sinks as 110. Number of warnings issued by yosys landed at 2. Area share of the leading cell type in the synthesized netlist landed at 37.55%. The number of antenna diodes in the final layout is 0. Fraction of power consumed by sequential logic landed at 61.1%.

Cell-internal power landed at 1.350 mW. Area of the core landed at 10890 µm². Total of max-cap violations landed at 0. Peak supply drop landed at 0.2370 mV. By instance count, the cell type seen most on the critical path is sky130_fd_sc_hd__o21ai_0. The critical path in this run is classified as reg2out. Post-synth design cell area landed at 5598 µm². Measured along the x axis, the die boundary spans 107.8 µm. For reference, the clock transition at the flip-flops on the worst setup and hold paths is 0.11 ns. For this run, the final setup violation count is recorded as 0. Logic depth along the worst register-to-register path is recorded as 6. Compared with the post-synthesis result, the final layout area differs by 18.80%. Initial antenna violation count landed at 0.

In this run the clock root is driven by a sky130_fd_sc_hd__clkbuf_8. The synthesis report names the predominant flop master as sky130_fd_sc_hd__edfxtp_1. Layout cell share with drive strength beyond 1 landed at 6.720%. Detailed-route wire length per cell landed at 19.21 µm. On the worst path, the slowest cell contributes a delay of 0.73 ns. Recorded from the global router log, the overflow total was 0.

Detailed router's first-iteration violation count landed at 259. Number of vias per cell after detailed routing landed at 5.995. Counting pins that exceed their max-slew limit in the final report gives 0. Peak fanout along the critical path landed at 15. Subtracting the final worst setup slack from the clock period gives 3.847 ns. Switching power as a share of total power landed at 23.52%. According to the floorplan log, the row count is 38. Die height landed at 107.8 µm. OpenROAD emitted warnings numbering 26. Of all cell types, the one taking the most synthesized area is sky130_fd_sc_hd__edfxtp_1. Data on the critical path is required at its endpoint by 3.60 ns. The slowest stage of the critical path is the sky130_fd_sc_hd__dfxtp_1 cell. Looking at the clock tree report, the maximum root-to-sink buffer count equals 2.

For the worst-skew pair, the clock arrives at the later sink with an insertion delay of 0.38 ns. Setup repair after global routing left no endpoint under its margin. Of the total power, the clock network draws 32.2%. After synthesis, the design contains 554 cells according to Yosys. Pin placement for this block handled 71 I/O pins.

The flow ran to the end, and the final reports show no timing, DRC or antenna violations. Number of gates resized after CTS landed at 0. Detailed placement HPWL landed at 10590 µm.

Routed via count landed at 4586. Overall power after layout landed at 1.765 mW. Summed negative setup slack over all endpoints landed at 0 ns. Summed over all routing layers, the global router reports a total usage of 28.07%. Across all hold checks on the routed design, the worst slack comes to 0.4565 ns. Per the post-route antenna check, the number of violating nets is 0. Once the floorplan was initialized, standard cells occupied 51.41% of the core. Remaining design rule violation count landed at 0.

Synthesized netlist cell count landed at 554. In the Yosys stats the netlist draws on 65 distinct library cells. The stat command in Yosys gives a chip area of 5598 µm². Number of buffers created by CTS landed at 9. Looking at the power breakdown, combinational cells take 6.7% of the total. Entering global routing, the biggest net connects 41 pins. The final critical path takes up 85.49% of the cycle. The script computed a power per unit cell area of 265.5 nW/µm². The critical path goes through nand2_1 > o21ai_0 > a221o_1 > o21ai_0 > clkdlybuf4s50_1. Static timing analysis puts the maximum clock frequency at 0.2599 GHz. After clock tree synthesis, the setup repair step added 0 buffers.

Ranked by instance count, the synthesized netlist is headed by 70 x sky130_fd_sc_hd__edfxtp_1, 52 x sky130_fd_sc_hd__nand2_1, 51 x sky130_fd_sc_hd__nor2_1, 40 x sky130_fd_sc_hd__dfxtp_1, 35 x sky130_fd_sc_hd__a21oi_1. In this run the mean area of a mapped cell was 10.10 µm². Worst clock skew on the final layout landed at 0.01549 ns.

Wire length of the first global-routing pass landed at 22660 µm. TritonCTS built the clock tree. Per the CTS log, the maximum H-tree level is 3. The net switching power in the latest report is 0.4152 mW. sky130_fd_sc_hd__edfxtp_1 is the most common cell in the netlist.

Per the gpl log, the routability congestion estimate is 0.9176. In this run, synthesis inferred 70 flip-flops with an integrated enable. The worst pin sits at a relative slew slack of 51.69%. STA classifies the critical path endpoint as an output port. The report puts the hold buffer count at CTS at 0.

By area the synthesized netlist is led by sky130_fd_sc_hd__edfxtp_1 38%, sky130_fd_sc_hd__dfxtp_1 14%, sky130_fd_sc_hd__mux2i_1 5.0%. The report gives the cell count of the worst hold path as 2. Sequential fraction of the synthesis area landed at 51.86%.

Number of hold violations in the final report landed at 0. The OpenROAD report gives the critical path a data arrival time of 2.95 ns. Counting flops with an async set or reset pin after synthesis yields a share of 0%. Number of port buffers landed at 70. The number of global-route vias before repair was 4143.

In this run the static leakage power is 2.178 nW. The first detailed-routing pass ran for 5 iterations. Pin slew with the least headroom to its limit landed at 0.7224 ns. The chip occupies 11620 µm².
-- stage by stage --
step | instance area [µm²] | instances | util [%] | worst slack (ns)
4_1_cts | 6650 | 765 | 61.08 | 0.6598
5_1_grt | 6650 | 765 | 61.08 | 0.4500
3_3_place_gp | 6460 | 749 | 59.33 | 0.6561
2_1_floorplan | 5598 | 554 | - | 1.402
6_report | 6650 | 765 | 61.08 | 0.6529
3_5_place_dp | 6460 | 749 | 59.33 | 0.6228
-- path summary, 6_finish.rpt --
check                              from                    endpoint  slack (ns)
min reg2reg  portb.ctrl[2]$_SDFFE_PP0P_  portb.ctrl[2]$_SDFFE_PP0P_        0.46
max          porta.mode[1]$_SDFFE_PP0P_                     dout[3]        0.65
max reg2reg  porta.mode[1]$_SDFFE_PP0P_      porta.irq$_SDFFE_PP0P_        1.47
min          portb.ctrl[2]$_SDFFE_PP0P_  portb.ctrl[2]$_SDFFE_PP0P_        0.46
-- layout by cell type, fill, tap and decap left out, drive strengths merged, types with 3 or more instances in the layout --
cell type	count
edfxtp	70
clkdlybuf4s50	70
nand2	52
nor2	51
dfxtp	40
a21oi	35
mux2i	28
o21ai	26
nand3	22
nor3b	19
inv	19
nand3b	17
nor3	14
buf	14
clkbuf	9
nand4b	7
nor2b	7
xnor2	7
o211ai	6
nor4	6
xor2	6
a22oi	6
a211oi	6
o22ai	5
clkinv	5
or2	4
and3b	4
mux2	4
a221o	4
a41oi	4
o31ai	4
or3	4
nand2b	3
a2111o	3
and3	3
or4	3
or3b	3
-- worst max-delay path, delay by kind of cell (launching register included) --
family          cells  cell delay (ns)
buf+inv             1             0.42
simple gates        1             0.43
compound gates      3             0.98
flops               1             0.73
-- routing by layer --
metal,wire length [µm],vias up,GRT usage (%)
li1,-,2228,-
met1,6648,2143,45.94
met2,6341,201,38.69
met3,1534,14,11.11
met4,172,0,3.327
met5,0,-,0
-- power by group through the flow --
stage / logic, mW / clock network [mW] / registers (mW)
5_1_grt: 0.128 / 0.625 / 1.08
6_report: 0.119 / 0.568 / 1.08
4_1_cts: 0.119 / 0.585 / 1.08
-- final cells by class --
| cell class | count | area (µm²) |
|---|---|---|
| Sequential cell | 110 | 2903 |
| Clock buffer | 9 | 123.9 |
| Multi-Input combinational cell | 398 | 2512 |
| Timing Repair Buffer | 84 | 805.8 |
| Clock inverter | 7 | 66.31 |
| Fill cell | 937 | 4238 |
| Tap cell | 140 | 175.2 |
| Inverter | 17 | 63.81 |
-- logic make-up after synthesis --
group	share of synthesized area (%)
compound gates	14.55
xor+xnor	2.034
buf+inv	3.263
simple gates	22.49
flops	51.86
mux	5.811
-- flip-flops by register name, summed over array words and instances, names as in the netlist, 2 cells and up, named ones only --
name	flops
in_service	2
irq	2
pio_int_ack_phase	2
porta.ctrl	8
porta.int_mask	8
porta.ireg	8
porta.mode	2
porta.oreg	8
porta.vec	7
portb.ctrl	8
portb.int_mask	8
portb.ireg	8
portb.mode	2
portb.oreg	8
portb.vec	7
Power and IR drop assume default switching activity.
